<file path="design/flow/config.mk">
export PLATFORM = sky130hd
export DESIGN_NAME = Memory
export DESIGN_NICKNAME = Memory
export VERILOG_FILES = /design/flow/design.v
export SDC_FILE = /design/flow/constraint.sdc
export NUM_CORES = 4
export LEC_CHECK = 1
export CORE_UTILIZATION = 50
</file>
<file path="design/flow/constraint.sdc">
current_design Memory

set clk_period 20.1
set clk_io_pct 0.2

create_clock -name clk0 -period $clk_period [get_ports {clk_i}]

set non_clock_inputs [all_inputs -no_clocks]
set_input_delay [expr $clk_period * $clk_io_pct] -clock clk0 $non_clock_inputs
set_output_delay [expr $clk_period * $clk_io_pct] -clock clk0 [all_outputs]
</file>
<file path="design/flow/design.v">
`default_nettype none
module Memory
#(
    parameter WORDS = 8,     
    parameter DATA_WIDTH = 16)
(
    input wire clk_i,                          
    input wire [DATA_WIDTH-1:0] data_i,        
    input wire [WORDS-1:0] address_i,     
    input wire write_en_ni,                    
    output reg [DATA_WIDTH-1:0] data_o         
);
reg [DATA_WIDTH-1:0] mem [(1<<WORDS)-1:0];  
initial begin
end
always @(negedge clk_i) begin
    if (~write_en_ni) begin
        mem[address_i] <= data_i;
    end
end
always @(negedge clk_i) begin
    data_o <= mem[address_i];
end
endmodule
</file>
<file path="design/flow/run.sh">
#!/bin/bash
# OpenROAD 26Q1-2900-gdf79404cd8, Yosys 0.63+post, stock flow scripts
make -C /OpenROAD-flow-scripts/flow DESIGN_CONFIG=/design/flow/config.mk WORK_HOME=/design/flow/orfs finish
</file>
==> flow_metrics.env <==
# flow metrics
export IMPL_outcome="completed"
export IMPL_htreeDepth=5
export IMPL_avgSynthCellArea_um2=23.1
export IMPL_critPathMaxFanout=72
export IMPL_fp_util_pct=50.3
export IMPL_tool_warnings=1036
export IMPL_first_pass_iters=5
export IMPL_worstMarginPinSlew_ps=1290
export IMPL_drt_initial_drc_count=5456
export IMPL_via_count=87000
export IMPL_track_usage_pct=31.0
export IMPL_dr_wl_met2_um=202000
export IMPL_cts_resized=0
export IMPL_hp_class="reg -> reg"
export IMPL_antenna_found_initial=15
export IMPL_drc=0
export IMPL_synth_cells=6709
export IMPL_syn_to_final_growth_pct=24.9
export IMPL_yosysWarnings=1
export IMPL_critPathLaunchType="primary input"
export IMPL_wl_met1_um=129000
export IMPL_rsz0062_at_grt="no"
export IMPL_fin_total_pwr_mw=21.7
export IMPL_drt_total_wl_um=416000
export IMPL_dieHeight_um=559
export IMPL_regToRegStartpoint="mem[172][10]"
export IMPL_grt_max_degree=129
export IMPL_highest_layer="met5"
export IMPL_ys_seq_share_pct=79.4
export IMPL_wire_per_inst_um=26.3
export IMPL_synth_flops=4112
export IMPL_skew_ps=58.1
export IMPL_rrSetupSlack_ps=17050
export IMPL_path_cells="buf_8 > buf_12 > buf_4 > buf_4 > mux4_2 > a22oi_1 > a21oi_1 > o41ai_2 > nand4_1"
export IMPL_ctsHoldBuffers=0
export IMPL_vias_per_cell=5.49
export IMPL_reg2reg_depth=5
export IMPL_power_density_nw_per_um2=112
export IMPL_cts_buffers_inserted=438
export IMPL_worst_ep_arrival_time_ps=8340
export IMPL_route_met3_wl_um=70600
export IMPL_fill_cells=20700
export IMPL_synth_distinct_cells=23
export IMPL_gp_congestion=0.891
export IMPL_ys_area_um2=155000
export IMPL_cap_violations=0
export IMPL_finalHoldViolCount=0
export IMPL_core_region_area_um2=309000
export IMPL_die_area_um2=313000
export IMPL_grt_pass1_vias=103000
export IMPL_clockRootBuffer="clkbuf_16"
export IMPL_slew_headroom_pct=13.3
export IMPL_synthesis_area_um2=155000
export IMPL_reg2reg_to="data_o[10]"
export IMPL_core_rowCount=204
export IMPL_slowest_delay_ps=1160
export IMPL_dp_hpwl_um=231000
export IMPL_combGateArea_um2=30500
export IMPL_hold_depth=5
export IMPL_ant_nets=0
export IMPL_hold_end="data_o[11]"
export IMPL_ir_drop_mv=0.0891
export IMPL_setup_viol=0
export IMPL_die_w_um=559
export IMPL_tritoncts="yes"
export IMPL_io_buffer_count=41
export IMPL_setup_tns_ps=0
export IMPL_grt_overflow=0
export IMPL_clock_sinks=4112
export IMPL_clockBufferDepth=4
export IMPL_slew_viol_final=0
export IMPL_critPathRequiredTime_ps=10810
export IMPL_crit_top_cell="buf_4"
export IMPL_post_cts_buffers=0
export IMPL_layout_drive_gt1_share_pct=19.7
export IMPL_crit_slowest_cell="o41ai_2"
export IMPL_clk_latency_ps=940
export IMPL_min_from="mem[152][11]"
export IMPL_clk_pin_slew_worst_paths_ps=50
export IMPL_ios=42
export IMPL_critPathKind="in -> reg"
export IMPL_grt_pass1_wl_um=609000
export IMPL_leakagePower_nw=77.3
export IMPL_seq_area_um2=123000
export IMPL_yosysCellCount=6709
export IMPL_worstSetupEndpointType="flop"
cells in the final DEF (no fill, tap or decap), types with 16 or more instances in the layout:
master	count
dfxtp_1	16
inv_1	4211
buf_4	451
a21oi_1	256
o41ai_2	35
nand4_1	16
edfxtp_1	4096
clkdlybuf4s50_1	23
o41ai_1	29
a22oi_1	512
clkinvlp_2	121
buf_8	17
mux4_2	1024
bufinv_16	75
nor2_2	31
inv_4	33
clkbuf_16	442
buf_12	24
nor2_1	228
final cells by class:
class | count | share of cell area, %
sequential | 4112 | 63.6
multi-input combinational | 2182 | 15.7
clock inverter | 4473 | 10.0
clock buffer | 442 | 5.70
tap | 4120 | 2.66
timing repair buffer | 517 | 2.26
antenna | 4 | 0.00516
worst max-delay path: cells and delay by family:
kind                   cells  cell delay, ps
buffers and inverters      4            1850
and+or+nand+nor            1             200
muxes                      1             400
AOI/OAI and AO/OA          3            1600
cell usage after synthesis (all sizes together):
cell type	instances	area share, %
and2	2	0.0081
a22oi	512	2.5
inv	1	0.0024
nor2b	8	0.032
clkbuf	266	0.64
nor3b	2	0.0097
nand4	16	0.064
o41ai	64	0.36
nand3	8	0.026
nand2b	2	0.0081
buf	148	0.58
and3b	1	0.0056
a21oi	256	0.83
or2	1	0.0040
nor3	1	0.0032
edfxtp	4096	79
nor2	260	0.63
nand2	25	0.060
dfxtp	16	0.21
mux4	1024	15
kinds of logic (layout without fill, tap and decap cells):
family,Yosys count,after routing,synth area share (%)
and+or+nand+nor,326,326,0.850
AOI/OAI and AO/OA,832,832,3.66
muxes,1024,1024,14.9
other,0,4,0
buffers and inverters,415,5432,1.22
DFF,4112,4112,79.4
sequential cells by signal (all words and copies together) (netlist names):
signal  count
mem      4096
data_o     16
how the worst max path moves through the flow:
stage / startpoint / to / slack, ps / cells past startpoint
finish: address_i[1] / data_o[8] / 2470 / 9
global route: address_i[1] / data_o[8] / 2360 / 9
CTS: address_i[0] / data_o[15] / 2470 / 9
metal layers:
metal	up-vias	GRT usage (%)
met5	-	1.78
li1	38300	-
met2	5133	42.0
met1	42800	36.0
met4	33	13.6
met3	748	26.5
through the flow:
| step | cell area [um^2] | util (%) | setup WS, ps | instances | hold slack, ps |
|---|---|---|---|---|---|
| detailed placement | 163000 | 52.9 | 1520 | 10900 | 964 |
| global route | 194000 | 62.8 | 2360 | 15800 | 1010 |
| global placement | 163000 | 52.9 | 1550 | 10900 | 947 |
| floorplan | 155000 | - | 3400 | 6709 | 819 |
| finish | 194000 | 62.8 | 2470 | 15900 | 973 |
| CTS | 194000 | 62.8 | 2470 | 15800 | 975 |
power by group:
| group | total [mW] | leakage [nW] | switching [mW] | internal (mW) |
|---|---|---|---|---|
| combinational | 0.803 | 11.1 | 0.529 | 0.274 |
| sequential | 9.55 | 36.9 | 0.0205 | 9.53 |
| clock | 11.4 | 29.3 | 5.32 | 6.06 |
| total | 21.7 | 77.3 | 5.87 | 15.9 |
No activity file was given, so power comes from the tool's default toggle rates.
