$ cat flow/run.sh
#!/bin/bash
# OpenROAD 26Q1-2900-gdf79404cd8, Yosys 0.63+post, stock flow scripts
make -C /OpenROAD-flow-scripts/flow DESIGN_CONFIG=/design/flow/config.mk WORK_HOME=/design/flow/orfs finish
$ cat flow/config.mk
export PLATFORM = sky130hd
export DESIGN_NAME = RegisterFile
export DESIGN_NICKNAME = RegisterFile
export VERILOG_FILES = /design/flow/design.v
export SDC_FILE = /design/flow/constraint.sdc
export NUM_CORES = 4
export LEC_CHECK = 1
export CORE_UTILIZATION = 50
$ cat flow/constraint.sdc
current_design RegisterFile

set clk_period 3.2
set clk_io_pct 0.2

create_clock -name clk0 -period $clk_period [get_ports {clk_i}]

set non_clock_inputs [all_inputs -no_clocks]
set_input_delay [expr $clk_period * $clk_io_pct] -clock clk0 $non_clock_inputs
set_output_delay [expr $clk_period * $clk_io_pct] -clock clk0 [all_outputs]
$ cat flow/design.v
`default_nettype none
module RegisterFile
#(
    parameter DATA_WIDTH = 16,
    parameter WORDS = 8,
    parameter SELECT_SIZE = 3)    
(
    input wire clk_i,
    input wire reg_we_i,
    input wire [DATA_WIDTH-1:0] data_i,         
    input wire [SELECT_SIZE-1:0] reg_dst_i,     
    input wire [SELECT_SIZE-1:0] reg_src1_i,    
    input wire [SELECT_SIZE-1:0] reg_src2_i,    
    output wire [DATA_WIDTH-1:0] src1_o,        
    output wire [DATA_WIDTH-1:0] src2_o         
);
reg [DATA_WIDTH-1:0] bank [(1<<WORDS)-1:0];
always @(negedge clk_i) begin
    if (~reg_we_i) begin
        bank[reg_dst_i] <= data_i;
    end
end
assign src1_o = bank[reg_src1_i];
assign src2_o = bank[reg_src2_i];
endmodule
==> flow_metrics.py <==
# Generated from Yosys and OpenROAD reports
metrics = {
    "logic_synthesis": {
        "average_size_of_a_mapped_cell_sq_um": 23.72,
        "warnings_from_yosys": 1,
        "syn_area_sq_um": 6050,
        "synth.ff_latch_count": 128,
        "yosys.stat.chipArea_sq_um": 6050,
        "synth-edff-count": 128,
        "yosysCellCount": 255,
        "yosys.cell_count.top_type": "sky130_fd_sc_hd__edfxtp_1",
        "synthTopCellsByCount": "sky130_fd_sc_hd__edfxtp_1, sky130_fd_sc_hd__mux4_1, sky130_fd_sc_hd__mux2_2, sky130_fd_sc_hd__buf_6, sky130_fd_sc_hd__mux4_2",
        "synthCells": 255,
        "post_synth_main_area_contributors": "sky130_fd_sc_hd__edfxtp_1, sky130_fd_sc_hd__mux4_1, sky130_fd_sc_hd__mux2_2, sky130_fd_sc_hd__mux4_2, sky130_fd_sc_hd__buf_6",
        "synth.yosys.seq_area_share_pct": 63.54,
        "ys_types": 14,
        "yosysTopAreaCell": "sky130_fd_sc_hd__edfxtp_1",
        "synth-async-reset-ratio_pct": 0,
        "yosysTopAreaCellShare_pct": 63.54,
        "dominantRegCellSynth": "sky130_fd_sc_hd__edfxtp_1",
    },
    "clock_network": {
        "cts_made_buffers": 17,
        "cts.clk_slew.worst_paths_ps": 30,
        "cts.root.buffer_cell": "sky130_fd_sc_hd__clkbuf_16",
        "cts_htree_levels": 4,
        "clockBufferDepth": 2,
        "post_cts_hold_buffer_count": 0,
        "tritoncts": "done",
        "cts.sinks": 128,
    },
    "min_path": {
        "min-delay-start": "reg_src1_i[0]",
        "worst_min_delay_path_class": "in2out",
    },
    "worst_setup_path": {
        "critPathCaptureType": "primary output",
        "type_of_element_launching_the_critical_path": "register",
        "worst_setup_path_startpoint": "bank[6][7]",
        "path_max_fanout": 2,
        "required_ps": 2560,
        "cp_data_arrival_time_ps": 3410,
        "timing_worst_setup_path_type": "reg2out",
    },
    "route": {
        "drt_pre_antenna_iters": 15,
        "routed_via_count": 3415,
        "n_antenna_cell": 0,
        "ant_nets": 0,
        "drt_wl_total_microns": 12470,
        "drt_via_density": 5.535,
        "drt_iter0_markers": 132,
        "drt-wirelength-per-cell_microns": 20.21,
        "drc": 0,
    },
    "status": {
        "outcome": "finished, violations left",
        "violated_checks": "negative setup slack",
    },
    "grt": {
        "track_usage_pct": 24.48,
        "grt.overflow.total": 0,
        "initial_antenna_violation_count": 0,
        "vias_in_the_first_global_route": 4024,
        "wire_length_of_the_first_global_routing_pass_microns": 19690,
        "grt_max_degree": 33,
    },
    "power": {
        "total_leakage_power_nw": 3.291,
        "ir_drop_mv": 0.4932,
        "power.density_cell_area_nw_per_um2": 607.3,
    },
    "floorplanning": {
        "vert_die_dim_microns": 112.0,
        "floorplan.initialDensity_pct": 52.09,
        "ios": 59,
        "die_width_microns": 112.0,
        "core_region_area_sq_um": 11610,
        "rows": 39,
        "chipArea_sq_um": 12540,
    },
    "cells_and_area": {
        "post_route_cells_drive_above_1_share_pct": 40.30,
        "areaGrowthSynthToFinish_pct": 32.26,
        "largest_register": "bank",
        "largest_register_ff_count": 128,
        "final_core_occ_pct": 68.90,
        "top_regs": "bank x128",
        "finish.instance_area_sq_um": 8001,
    },
    "final_timing": {
        "tightestPinTransition_ps": 302.8,
        "grt_setup_unrepaired": "true",
        "postLayoutSetupSlackWorst_ps": -846.0,
        "timing_max_transition_violations_final": 0,
        "report.final.setup_viol": 32,
        "finalHoldViolCount": 0,
        "slew_headroom_pct": 79.66,
    },
    "place": {
        "place_hpwl_microns": 6553,
        "placer_congestion_estimate": 0.7234,
        "post_placement_cell_area_sq_um": 7089,
        "port_buffers": 58,
    },
    "flow_run": {
        "stage_log_warnings": 157,
        "drv_cap": 0,
    },
}
[report_power, final]
group | internal, mW | total (mW) | switching (mW)
clock network | 1.49 | 2.50 | 1.01
logic | 0.258 | 0.420 | 0.161
registers | 1.92 | 1.94 | 0.0211
[metrics by stage]
stage | cells | power [mW] | setup TNS, ps | hold slack [ps] | setup WS [ps]
after floorplan | 255 | 2.392 | -8190 | 1504 | -111.1
after global placement | 459 | 2.606 | -79360 | 2416 | -622.9
after detailed placement | 459 | 2.611 | -80490 | 2426 | -631.1
after CTS | 617 | 4.942 | -23550 | 2084 | -857.6
after global routing | 617 | 5.154 | -24950 | 2118 | -913.1
final | 617 | 4.860 | -22990 | 2070 | -846.0
[cell usage in the layout (no fill, tap or decap), types with 4 or more instances in the layout]
cell,synthesis,final
sky130_fd_sc_hd__buf_2,0,30
sky130_fd_sc_hd__edfxtp_1,128,128
sky130_fd_sc_hd__bufinv_16,0,4
sky130_fd_sc_hd__clkdlybuf4s50_1,0,20
sky130_fd_sc_hd__clkbuf_16,0,17
sky130_fd_sc_hd__buf_6,8,4
sky130_fd_sc_hd__mux4_2,8,64
sky130_fd_sc_hd__inv_1,1,131
sky130_fd_sc_hd__nor3_4,0,4
sky130_fd_sc_hd__buf_4,0,8
sky130_fd_sc_hd__mux2_4,0,32
sky130_fd_sc_hd__buf_12,0,15
[kinds of logic after synthesis]
group	synth area share, %
DFF	63.54
muxes	33.26
buffers and inverters	2.213
and+or+nand+nor	0.9928
[final cells by class]
type                    instances  area, sq um
fillers                       780         3612
multi-input cells             108         2087
repair buffers                 82        825.8
clock inverters               139        640.6
well taps                     143        178.9
clock buffers                  17        425.4
flip-flops and latches        128         3844
[worst max-delay path, cell delays in order (launching register included)]
cell	delay, ps
sky130_fd_sc_hd__edfxtp_1	390
sky130_fd_sc_hd__buf_4	150
sky130_fd_sc_hd__mux4_2	460
sky130_fd_sc_hd__mux2_4	270
sky130_fd_sc_hd__buf_2	110
[timing repair]
action	CTS	global route
buffers inserted	2	0
gates resized	182	4
hold endpoints to repair	0	0
gates cloned	1	0
pin swaps	1	0
setup endpoints to repair	112	32
[path summary, 6_finish.rpt]
| check | endpoint | slack (ps) | cells past startpoint |
|---|---|---|---|
| max | src2_o[7] | -850 | 4 |
| min | src1_o[12] | 2070 | 5 |
[layer usage]
| layer | part of all wire, % | global-route usage (%) | vias to the layer above |
|---|---|---|---|
| met4 | 1.1 | 7.378 | 0 |
| met3 | 12 | 18.61 | 16 |
| met1 | 37 | 32.94 | 1662 |
| met5 | 0 | 0 | - |
| met2 | 49 | 33.75 | 192 |
| li1 | - | - | 1545 |
No activity file was given, so power comes from the tool's default toggle rates.
