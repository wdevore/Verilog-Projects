**/design/flow/run.sh**
```bash
#!/bin/bash
# OpenROAD 26Q1-2900-gdf79404cd8, Yosys 0.63+post, stock flow scripts
make -C /OpenROAD-flow-scripts/flow DESIGN_CONFIG=/design/flow/config.mk WORK_HOME=/design/flow/orfs finish
```
**/design/flow/config.mk**
```make
export PLATFORM = sky130hd
export DESIGN_NAME = binary2bcd
export DESIGN_NICKNAME = binary2bcd
export VERILOG_FILES = /design/flow/design.v
export SDC_FILE = /design/flow/constraint.sdc
export NUM_CORES = 4
export LEC_CHECK = 1
export CORE_AREA = 10 10 70 70
export DIE_AREA = 0 0 80 80
```
**/design/flow/constraint.sdc**
```tcl
current_design binary2bcd

set clk_period 7.0
set clk_io_pct 0.2

create_clock -name clk0 -period $clk_period

set non_clock_inputs [all_inputs -no_clocks]
set_input_delay [expr $clk_period * $clk_io_pct] -clock clk0 $non_clock_inputs
set_output_delay [expr $clk_period * $clk_io_pct] -clock clk0 [all_outputs]
```
**/design/flow/design.v**
```verilog
module binary2bcd(
   input[7:0] bin,
   output[11:0] bcd
   );
   reg[3:0] i;   
   always @(bin)
   begin
      bcd = 0;  
      for (i = 0; i < 8; i = i+1) begin  
         bcd = {bcd[10:0],bin[7-i]};  
         if(i < 7 && bcd[3:0] > 4)
            bcd[3:0] = bcd[3:0] + 3;
         if(i < 7 && bcd[7:4] > 4)
            bcd[7:4] = bcd[7:4] + 3;
         if(i < 7 && bcd[11:8] > 4)
            bcd[11:8] = bcd[11:8] + 3;
      end
   end
endmodule
```
==> results.toml <==
# flow metrics
[job]
max_cap_viol_count = 0
warning_count = 38

[floorplan]
fp_util = 0.3128
coreArea_um2 = 3416
dieWidth_um = 80
io_pins = 20
die_area_um2 = 6400
core.rowCount = 21
fp.dieH_um = 80

[setup_path]
path_delay_family = "buffers and inverters"
critPathKind = "in2out"
cp-end-kind = "output port"
worstPathCellList = "clkdlybuf4s50_1, inv_1, ha_4, inv_2, ha_4, buf_6, xor2_4, nand3_2, a21oi_1, or4_4, and2_4, o21bai_1, xnor2_1, ha_2, inv_1, or3_1, o311a_1, o21ai_1, clkdlybuf4s50_1"
cp.depth = 19
slowest_stage = "or4_4"
crit_arrival_ps = 5430
critPathRequiredTime_ps = 5600
cpPeakStageDelay_ps = 530
critPathLaunchType = "primary input"
critPathBufInv = 6
critical_path.max_fanout = 9

[route]
totalWireLength_um = 2742
vias = 1194
dr.first_iter.drc_count = 58
postRouteAntennaNets = 0
drc = 0
via_per_inst = 5.452
wl_per_cell_um = 12.52
antenna_cells = 0
dr.pass1.iters = 4

[global_route]
first_global_vias = 1039
grt_pass1_wl_um = 4533
antenna_found_initial = 0
grt_remaining_overflow = 0
grt_max_degree = 12
track_usage = 0.08018

[final_timing]
fmax_mhz = 146.4
timing.final.crit_share = 0.9760
final-setup-viol-count = 0
finalHoldViolCount = 0
period_minus_slack_ps = 6832
hold_slack_ps = 2800
final-max-slew-violation-count = 0
setup_slack_ps = 167.8

[placement]
gp_congestion = 0.9518
pre_cts_ws_ps = 44.72
io_buffer_count = 16
place_hpwl_um = 2166

[yosys]
yosysWarnings = 34
ys_chip_area_um2 = 1069
yosysTopAreaCellShare = 0.1171
yosys-top-cells-area = "ha_1 (12%), a21oi_1 (5.6%), o21ai_0 (5.2%), inv_1 (4.6%), mux2i_1 (3.7%)"
ys_seq_share = 0
yosysMostFrequentCell = "inv_1"
top_area_cell = "ha_1"
netlist_area_um2 = 1069
top_cells_by_count = "inv_1 (13), a21oi_1 (12), o21ai_0 (11)"
postSynthAreaPerCell_um2 = 6.984
yosysCellCount = 153
synthCells = 153
synth_cell_types = 59

[layout]
register_area_um2 = 0
design.seq.count = 0
synthToLayoutAreaGrowth_pct = 31.38
clock_buffers = 0
drive_above_1_share = 0.2254

[power]
leakage_nw = 0.5494
ir_drop_uv = 41.43
power.density_nw_per_um2 = 112.8

[outcome]
outcome = "finished clean"

[min_path]
holdPathStages = 0
hp-class = "in2out"
power breakdown:
part | internal [mW] | leakage, nW | switching [mW] | total, mW
sequential | 0 | 0 | 0 | 0
clock | 0 | 0 | 0 | 0
combinational | 0.0868 | 0.549 | 0.0715 | 0.158
total | 0.0868 | 0.549 | 0.0715 | 0.158
timing repair:
| action | CTS | global route |
|---|---|---|
| gates resized | 0 | 13 |
| hold buffers | 0 | 0 |
| setup buffers | 0 | 2 |
| endpoints found under the setup margin | 0 | 7 |
cell usage in the layout, fill, tap and decap left out, types with 2 or more instances in the layout:
cell type         n
nor2_1            7
nor3_1            5
o221ai_1          2
ha_4              2
a21oi_1          11
a311oi_1          2
clkdlybuf4s50_1  16
and3_1            2
nand2_1           9
a21oi_2           2
o22ai_1           2
ha_2              2
nand2b_1          2
xor2_1            3
a211oi_1          3
a211o_1           2
inv_1            12
buf_4            15
a31oi_1           3
mux2i_1           4
o21bai_1          2
conb_1            2
nand3_1           6
xnor2_1           4
ha_1              6
o21ai_0          11
worst paths after layout:
path / slack [ps] / from / end
worst max-delay path: 170 / bin[6] / bcd[3]
worst min-delay path: 2800 / bin[0] / bcd[0]
area by class of cell:
class,count,area [µm²]
Inverter,13,48.80
Fill cell,327,2012
Tap cell,46,57.56
Timing Repair Buffer,32,284.0
Multi-Input combinational cell,128,1013
kinds of logic after synthesis:
group           share of synthesized area
mux                               0.06440
other cells                      0.003510
simple gates                       0.2518
fa+ha+maj                          0.1171
xor+xnor                          0.08783
buf+inv                            0.1206
compound gates                     0.3548
layer usage:
metal / share of wire / vias to the layer above / GRT usage
li1: - / 603 / -
met1: 0.47 / 543 / 0.1129
met2: 0.47 / 44 / 0.1316
met3: 0.051 / 4 / 0.004545
met4: 0.011 / 0 / 0.01408
met5: 0 / - / 0
through the flow:
stage / area (µm²) / utilization / std cells / setup TNS [ps] / total power [mW]
floorplan: 1072 / - / 154 / 0 / 0.09582
global placement: 1315 / 0.3850 / 217 / 0 / 0.1493
detailed placement: 1315 / 0.3850 / 217 / 0 / 0.1504
CTS: 1315 / 0.3850 / 217 / 0 / 0.1510
global route: 1404 / 0.4110 / 219 / -5.839 / 0.1745
finish: 1404 / 0.4110 / 219 / 0 / 0.1584
Power is estimated from default activity; no workload was simulated.
